`./design.v`:
```
module Comparator
#(
    parameter TAG_WIDTH = 18 
)
(
    input [TAG_WIDTH - 1: 0] i_a,
    input [TAG_WIDTH - 1: 0] i_b,
    output reg               o_y = 1'b0
);
    initial begin
        o_y <= 1'b0;
    end
    always @(*) begin
        if (i_a == i_b)
            o_y <= 1'b1;
        else 
            o_y <= 1'b0;
    end
endmodule
```
`./run.sh`:
```
#!/bin/bash
# OpenROAD 26Q1-2900-gdf79404cd8, Yosys 0.63+post, stock flow scripts
make -C /OpenROAD-flow-scripts/flow DESIGN_CONFIG=/design/flow/config.mk WORK_HOME=/design/flow/orfs finish
```
`./config.mk`:
```
export PLATFORM = sky130hd
export DESIGN_NAME = Comparator
export DESIGN_NICKNAME = Comparator
export VERILOG_FILES = /design/flow/design.v
export SDC_FILE = /design/flow/constraint.sdc
export NUM_CORES = 4
export LEC_CHECK = 1
export CORE_AREA = 10 10 70 70
export DIE_AREA = 0 0 80 80
```
`./constraint.sdc`:
```
current_design Comparator

set clk_period 1.2
set clk_io_pct 0.2

create_clock -name clk0 -period $clk_period

set non_clock_inputs [all_inputs -no_clocks]
set_input_delay [expr $clk_period * $clk_io_pct] -clock clk0 $non_clock_inputs
set_output_delay [expr $clk_period * $clk_io_pct] -clock clk0 [all_outputs]
```
==> flow_metrics.py <==
# Synthesis and PnR figures
metrics = {
    "logic_synthesis": {
        "syn_inst": 24,
        "ys.warnings.count": 1,
        "simple_gate_area_share_pct": 21.3,
        "number_of_standard_cells_reported_by_yosys": 24,
        "synthesized_area_per_cell_um2": 8.34,
        "yosys.stat.chipArea_um2": 200,
        "count_leader_synth": "xor2_1",
        "synth.cell_area_um2": 200,
        "synth.mux.area_fraction_pct": 0,
        "netlist_top_cells_area": "xor2_1 (61%), xnor2_1 (18%), nor4_1 (9.4%)",
        "synth_compound_gate_area_share_pct": 0,
        "ys_seq_share_pct": 0,
        "yosysTopAreaCell": "xor2_1",
        "top_logic_kind": "XOR/XNOR gates",
        "adders_majority_by_area_pct": 0,
        "yosysUniqueCellTypes": 6,
        "synthTopCellsByCount": "xor2_1 (14), xnor2_1 (4), nor4_1 (3)",
        "xor_area_share_pct": 78.7,
        "top_cell_area_share_pct": 61.2,
    },
    "critical_path": {
        "worst_ep_arrival_time_ns": 1.30,
        "critical_path.max_stage_delay_ns": 0.28,
        "start_kind": "input port",
        "critical_path.endpoint": "o_y",
        "worst-path-max-fanout": 1,
        "path_delay_family": "simple AND/OR/NAND/NOR gates",
        "cp_cell_sequence": "dlygate4sd2_1, xor2_1, nor4_1, nand3_2, nor4_2, buf_2",
        "crit_required_ns": 0.96,
        "worst_path_max_delay_cell": "nor4_1",
        "number_of_buffer_and_inverter_instances_along_the_worst_setup_path": 2,
        "worst_setup_path_startpoint": "i_b[2]",
        "timing_worst_setup_path_type": "input port to output pin",
        "critical_path.endpoint_type": "output pin",
        "crit_cells": 6,
    },
    "pwr": {
        "clockPowerShare_pct": 0,
        "cellInternalPower_mw": 0.102,
        "combPwrFrac_pct": 100.0,
        "power.switching_mw": 0.0567,
        "power_switching_share_pct": 35.6,
        "leakagePower_nw": 0.253,
        "power_mw": 0.159,
        "seq_power_share_pct": 0,
        "peakVddDrop_mv": 0.0632,
        "power-per-cell-area_nw_per_um2": 262,
    },
    "final_timing": {
        "relSlewSlack_pct": 79.9,
        "fmaxAchievable_mhz": 651,
        "drv_slew": 0,
        "rsz_0062_raised_after_global_routing": "yes",
        "worst_slack_ns": -0.335,
        "hold_viol_final": 0,
        "finalSetupViolations": 1,
        "final.period_utilization_pct": 128,
        "worstMarginPinSlew_ns": 0.300,
        "finalWorstPathRequiredPeriod_ns": 1.54,
    },
    "cells_and_area": {
        "sequential_cell_total": 0,
        "layout.area.seq_um2": 0,
        "util_after_layout_pct": 17.8,
        "area.growth.synth_to_final_pct": 203,
        "num-clock-buffers": 0,
        "fin_cells": 108,
        "final_layout_size_suffix_gt1_share_pct": 25.8,
        "design_area_um2": 607,
    },
    "floorplanning": {
        "floorplan.die.width_um": 80,
        "core_region_area_um2": 3420,
        "fp-utilization_pct": 5.86,
        "die-height_um": 80,
        "design.portCount": 37,
        "placement_rows": 21,
        "chipArea_um2": 6400,
    },
    "placed_design": {
        "port_buffers": 37,
        "place_area_um2": 636,
        "dpl.hpwl_um": 1040,
        "place.detailed.instances": 108,
        "gpl.final_weighted_congestion": 0.836,
        "dp_worst_setup_slack_ns": -1.29,
    },
    "route": {
        "drt-initial-drc-count": 0,
        "route.antenna.remaining_nets": 0,
        "routedWlPerCell_um": 10.5,
        "insertedDiodeCount": 0,
        "drt-pass1-iter-count": 1,
        "drt_wl_total_um": 1130,
        "drt-vias-per-instance": 2.89,
        "detailroute.via_count": 312,
        "route.detailed.drc": 0,
    },
    "grt": {
        "grt_start_max_net_pins": 2,
        "via_count_of_the_first_global_routing_pass": 382,
        "total_global_route_track_usage_pct": 3.44,
        "wire_length_of_the_first_global_routing_pass_um": 1820,
        "gr-total-overflow": 0,
        "initial_antenna_violation_count": 0,
    },
    "outcome": {
        "result_of_the_run": "complete, but fails checks",
        "violations_in_the_final_reports": "negative setup slack",
    },
    "min_path": {
        "min_path_type": "input port to output pin",
    },
    "job": {
        "tally_of_max_capacitance_violations": 0,
        "tool_warnings": 34,
    },
}
## power groups by stage
stage | Combinational [mW] | Sequential [mW] | Clock, mW
4_1_cts | 0.162 | 0 | 0
5_1_grt | 0.174 | 0 | 0
6_report | 0.159 | 0 | 0
## through the flow
| stage | TNS (ns) | hold slack [ns] |
|---|---|---|
| after floorplan | 0 | 0.605 |
| after global placement | -1.27 | 1.54 |
| after detailed placement | -1.29 | 1.55 |
| after CTS | -0.351 | 0.992 |
| after global routing | -0.488 | 1.03 |
| final | -0.335 | 0.990 |
## routing by layer
| layer | vias to the layer above | global-route usage [%] | wire length [um] |
|---|---|---|---|
| met5 | - | 0 | 0 |
| li1 | 158 | - | - |
| met4 | 0 | 0 | 0 |
| met3 | 0 | 2.27 | 228 |
| met2 | 33 | 3.93 | 299 |
| met1 | 121 | 5.29 | 604 |
## kinds of logic after synthesis
group	count (synthesis)
and+or+nand+nor	6
xor gates and xnor gates	18
## tightest hold or removal path: cells and delay by family
family / cells / cell delay, ns
buffers and inverters: 2 / 0.30
XOR/XNOR: 1 / 0.06
AND/OR/NAND/NOR: 2 / 0.14
## layout make-up
type,count,area (um^2)
fillers,396,2810
multi-input cells,24,225
repair buffers,38,324
well taps,46,57.6
## repair_timing
item	in CTS	in global routing
setup buffers	0	0
endpoints found under the setup margin	1	1
endpoints found under the hold margin	0	0
pin swaps	21	0
hold buffers	0	0
resized	74	0
## cell usage in the layout (no fill, tap or decap), drive strengths merged
cell type      netlist  final
clkdlybuf4s15        0     10
dlygate4sd2          0     13
nand4                1      1
nand3                1      1
buf                  0     11
xor2                14     14
clkdlybuf4s50        0      4
nor4                 4      4
xnor2                4      4
## worst min path at each step
stage,endpoint,start,cells after the start,slack (ns)
5_1_grt,o_y,i_b[15],5,1.03
6_report,o_y,i_b[10],5,0.99
4_1_cts,o_y,i_b[10],5,0.99
No activity file was given, so power comes from the tool's default toggle rates.
